==> flow/design.v <==
package coh_types;
  parameter int LINE_BYTES = 32;
  parameter int CORES      = 4;
  typedef enum logic [3:0] {
    GETS, GETM, UPG, PUTM,
    INV, INV_ACK,
    DATA, DATA_EXCL
  } coh_cmd_e;
  typedef struct packed {
    coh_cmd_e cmd;
    logic [1:0] src;
    logic [31:0] addr;
  } coh_req_t;
  typedef struct packed {
    coh_cmd_e cmd;
    logic [1:0] dst;
    logic [31:0] addr;
    logic [LINE_BYTES*8-1:0] line;
  } coh_resp_t;
endpackage
module control (
    input  logic [5:0] op,
    output logic regDst, aluSrc, memToReg, regWrite, memRead, memWrite, branch, aluOP1, aluOP0
);
    logic r, lw, sw, beq;
    always @(op) begin
        r   = !op[0] & !op[1] & !op[2] & !op[3] & !op[4] & !op[5];
        lw  = op[0] & op[1] & !op[2] & !op[3] & !op[4] & op[5];
        sw  = op[0] & op[1] & !op[2] & op[3] & !op[4] & op[5];
        beq = !op[0] & !op[1] & op[2] & !op[3] & !op[4] & !op[5];
        regDst = r;
        aluSrc = lw | sw;
        memToReg = lw;
        regWrite = r | lw;
        memRead = lw;
        memWrite = sw;
        branch = beq;
        aluOP1 = r;
        aluOP0 = beq;
    end
endmodule
==> flow/run.sh <==
#!/bin/bash
# OpenROAD 26Q1-2900-gdf79404cd8, Yosys 0.63+post, stock flow scripts
make -C /OpenROAD-flow-scripts/flow DESIGN_CONFIG=/design/flow/config.mk WORK_HOME=/design/flow/orfs finish
==> flow/config.mk <==
export PLATFORM = sky130hd
export DESIGN_NAME = control
export DESIGN_NICKNAME = control
export VERILOG_FILES = /design/flow/design.v
export SDC_FILE = /design/flow/constraint.sdc
export NUM_CORES = 4
export LEC_CHECK = 1
export CORE_AREA = 10 10 70 70
export DIE_AREA = 0 0 80 80
==> flow/constraint.sdc <==
current_design control

set clk_period 1.3
set clk_io_pct 0.2

create_clock -name clk0 -period $clk_period

set non_clock_inputs [all_inputs -no_clocks]
set_input_delay [expr $clk_period * $clk_io_pct] -clock clk0 $non_clock_inputs
set_output_delay [expr $clk_period * $clk_io_pct] -clock clk0 [all_outputs]
==> notes.md <==
impl run done, here's what came out: status finished, violations left, failing checks setup timing, register area share after synthesis 0%, die width 80 um, final worst slack -0.116 ns, RSZ-0062 raised after global routing yes, # port buffers 15, drt via density 2.38, crit path launch op[0], category of the most critical setup path input port to output pin, Avg Cell Area, Syn 6.97 sq um, Startpoint Class input port, hold endpoint regWrite, worst-path fanout max 2, Setup TNS -0.175 ns, RD Place Congestion 0.737, Worst-Margin Slew 0.228 ns, TritonRoute pass-1 iters 2, storage element area 0 sq um, Pwr Density 192 nW/um^2, post-DP HPWL 471 um, Log Warnings 34, period utilisation layout 109%, Mapped Cells 14, Max-Cap Viols 0, Ports 15, final setup fails 2, layout clock buffer count 0, Tmin final 1.42 ns, logic area 123 sq um, diode count 0, WL final 638 um, initial antenna violation count 0, Unique cell types 10, Final Max Slew Viols 0, yosys cell count 14, Finished Cell Area 370 sq um, YS chip area 97.6 sq um, min-delay src op[2], vias in the first global route 197, DR WL/cell 7.78 um, fillers 397, vias post-DR 195, largest net degree at the start of global routing 6, Leak 0.000168 uW, chip height 80 um, seq_cells 0, Area Growth Syn to Fin 279%, worst hold path type input port to output pin, Final ANT Viol Nets 0, f_max 706 MHz, crit path capture type output pin, All-Layer GR Usage 1.85%, Rows 21, WHS Path Cells 4, Syn. warnings 1, Tot Pwr 71.1 uW, CTS Hold Bufs 0, Max-slew headroom 84.8%, DP Worst Slack -0.912 ns, DIE AREA 6400 sq um, crit path DRT 1.04 ns, Initial Util 2.86%, DR iter-0 viols 2, placeable core area 3420 sq um, VDD IR max 0.0216 mV, Final Hold Fails 0, share of layout cells above drive strength 1 86.1%, non-filler instance count after layout 82, dpl cells 78, DRC 0, Post-Syn Area 97.6 sq um, placed inst area 328 sq um, WP data arrival 1.16 ns, first-pass GRT wire length 993 um, GRT overflow 0
-- cell usage in the layout (no fill, tap or decap) --
cell type,instances
nor2_1,1
or3_4,1
buf_4,6
buf_6,8
a2111oi_4,1
buf_2,11
nand4b_1,1
nor2_2,1
and3_1,1
and3b_1,1
nor3b_2,1
nor3_4,2
nand3_1,1
-- repair_timing --
| item | CTS | global route |
|---|---|---|
| pin swaps | 8 | 4 |
| setup endpoints to repair | 9 | 9 |
| buffers inserted | 6 | 0 |
| resized | 60 | 8 |
-- final cells by class --
cell class | instances | area share, %
multi-input cells | 11 | 33.1
repair buffers | 25 | 51.4
well taps | 46 | 15.5
-- synthesized netlist by cell type (all sizes together) --
| library cell | n | area, sq um |
|---|---|---|
| and3 | 1 | 6.26 |
| and3b | 1 | 8.76 |
| nand3 | 1 | 5.00 |
| nand4b | 1 | 8.76 |
| nor2 | 2 | 7.51 |
| a2111oi | 1 | 15.0 |
| nor3 | 2 | 10.0 |
| nor3b | 1 | 7.51 |
| or3 | 1 | 6.26 |
| buf | 3 | 22.5 |
-- metal layers --
metal / routed length (um) / track usage (%) / share of wire, % / vias up
met1: 269 / 2.64 / 42 / 86
met2: 265 / 2.57 / 42 / 12
met3: 103 / 0.909 / 16 / 0
met5: 0 / 0 / 0 / -
li1: - / - / - / 97
met4: 0 / 0 / 0 / 0
-- report_power, final --
part	switching, uW	internal, uW
clock network	0	0
logic	27.8	43.4
registers	0	0
-- per-stage QoR --
step	util [%]	hold WS [ns]
2_1_floorplan	-	0.533
3_3_place_gp	9.60	1.52
3_5_place_dp	9.60	1.52
4_1_cts	10.4	0.855
5_1_grt	10.8	0.864
6_report	10.8	0.846
-- how the worst max path moves through the flow --
stage	slack, ns	endpoint
final	-0.12	regWrite
after global routing	-0.15	regWrite
after CTS	-0.12	regWrite
-- kinds of logic after synthesis --
family	synth area share, %
buf+inv	23.1
compound gates	15.4
simple gates	61.6
-- worst max-delay path: stages --
cell       delay, ns
buf_6           0.09
or3_4           0.38
a2111oi_4       0.28
buf_2           0.14
No activity file was given, so power comes from the tool's default toggle rates.
