==> /design/flow/design.v <==
package coh_types;
  parameter int LINE_BYTES = 32;
  parameter int CORES      = 4;
  typedef enum logic [3:0] {
    GETS, GETM, UPG, PUTM,
    INV, INV_ACK,
    DATA, DATA_EXCL
  } coh_cmd_e;
  typedef struct packed {
    coh_cmd_e cmd;
    logic [1:0] src;
    logic [31:0] addr;
  } coh_req_t;
  typedef struct packed {
    coh_cmd_e cmd;
    logic [1:0] dst;
    logic [31:0] addr;
    logic [LINE_BYTES*8-1:0] line;
  } coh_resp_t;
endpackage
module forward #(
    parameter WIDTH = 32
) (
    input  logic          exMemRegW,     
    input  logic [4:0]    exMemRegRd,    
    input  logic          memWbRegW,     
    input  logic [4:0]    memWbRd,       
    input  logic [4:0]    idExRs,        
    input  logic [4:0]    idExRt,        
    output logic [1:0]    forwardA,     
    output logic [1:0]    forwardB
);
    always_comb begin
        forwardA = 2'b00;
        forwardB = 2'b00;
        if (exMemRegW && (exMemRegRd != 0) && (exMemRegRd == idExRs))
            forwardA = 2'b10;
        if (exMemRegW && (exMemRegRd != 0) && (exMemRegRd == idExRt))
            forwardB = 2'b10;
        if (memWbRegW && (memWbRd != 0) && 
            !(exMemRegW && (exMemRegRd != 0) && (exMemRegRd == idExRs)) &&
            (memWbRd == idExRs))
            forwardA = 2'b01;
        if (memWbRegW && (memWbRd != 0) && 
            !(exMemRegW && (exMemRegRd != 0) && (exMemRegRd == idExRt)) &&
            (memWbRd == idExRt))
            forwardB = 2'b01;
    end
endmodule
==> /design/flow/run.sh <==
#!/bin/bash
# OpenROAD 26Q1-2900-gdf79404cd8, Yosys 0.63+post, stock flow scripts
make -C /OpenROAD-flow-scripts/flow DESIGN_CONFIG=/design/flow/config.mk WORK_HOME=/design/flow/orfs finish
==> /design/flow/config.mk <==
export PLATFORM = sky130hd
export DESIGN_NAME = forward
export DESIGN_NICKNAME = forward
export VERILOG_FILES = /design/flow/design.v
export SDC_FILE = /design/flow/constraint.sdc
export NUM_CORES = 4
export LEC_CHECK = 1
export CORE_AREA = 10 10 70 70
export DIE_AREA = 0 0 80 80
==> /design/flow/constraint.sdc <==
current_design forward

set clk_period 1.8
set clk_io_pct 0.2

create_clock -name clk0 -period $clk_period

set non_clock_inputs [all_inputs -no_clocks]
set_input_delay [expr $clk_period * $clk_io_pct] -clock clk0 $non_clock_inputs
set_output_delay [expr $clk_period * $clk_io_pct] -clock clk0 [all_outputs]
==> results.ini <==
[final_timing]
setup_violations = 4
setup_ws_ps = -238
worst_pin_slew_ps = 293
slew_violations = 0
hold_violations = 0
timing.final.crit_share_pct = 113
rsz0062_at_grt = true
slew-limit-headroom_pct = 80.3
period_needed_ps = 2040
timing.fmax_mhz = 491
whs_ps = 1160

[hold_path]
hp-class = in2out
min-delay-start = idExRt[1]
whs_path_depth = 5
whs_endpoint = forwardB[0]

[yosys]
ys_seq_share_pct = 0
mux_area_share_pct = 0
aoi_share_pct = 3.24
fa_ha_area_share_pct = 0
synth_xor_xnor_area_share_pct = 64.8
netlist-cell-type-count = 10
synth_area_um2 = 270
synthSimpleGateAreaFrac_pct = 31.9
yosys-stat-area_um2 = 270
synth.avg_cell_area_um2 = 7.95
yosysCellCount = 34
synthCells = 34
logic_family = XOR/XNOR gates
ys.warnings.count = 1

[power]
cell_internal_pwr_mw = 0.0994
ir_drop_uv = 30.3
power_leakage_nw = 0.337
comb_power_share_pct = 100.0
pwr-share-clk_pct = 0
switching_share_pct = 38.9
powerDensity_nw_per_um2 = 202
power.switching_mw = 0.0632
pwr-share-seq_pct = 0

[worst_setup_path]
startpoint_type = input pin
worst-path-max-fanout = 2
criticalPathCategory = in2out
arrival_ps = 1680
crit_required_ps = 1440
crit_path_end_kind = output port

[outcome]
failed_checks = setup timing
status = finished with violations

[routing]
dr.pass1.iters = 2
wl_per_cell_um = 10.9
drc = 0
num_vias = 422
routed_wl_um = 1380
antenna_left = 0
viasPerCell = 3.32
antennaDiodeCount = 0
drtIter0Drc = 4

[global_route]
grt_max_degree = 4
grt_pass1_wl_um = 2040
antenna_found_initial = 0
grt-ovfl-total = 0
track_usage_pct = 3.79
grt_pass1_vias = 461

[finish]
fin_area_um2 = 803
flop_area_um2 = 0
area_delta_synth_final_pct = 197
seq_cell_count = 0
layout.cells.non_filler = 127
clkbuf_count = 0
drive_gt1_share_pct = 49.4

[placement]
gp_congestion = 0.829
dp_cells = 124
portBuffers = 26
dpl.hpwl_um = 1150
postPlaceCellArea_um2 = 723

[cts]
holdBufCountCts = 0

[die]
die_h_um = 80
fp.coreArea_um2 = 3420
ioPinCount = 26
initial_core_util_pct = 7.91
die-area_um2 = 6400
fp-row-count = 21
die_w_um = 80

[run]
maxCapViolCount = 0
warnings = 34

per-layer routing:
metal	up-vias	GRT usage (%)	routed length, um
met5	-	0	0
li1	218	-	-
met1	185	4.75	594
met4	0	0	0
met3	0	1.25	148
met2	19	6.50	640
cell usage after synthesis:
library cell	instances	share of area [%]
nand2_1	2	2.8
nand3_1	2	3.7
nand4_1	2	4.6
nor2_1	1	1.4
nor4_1	2	4.6
nor4_2	2	9.3
o21ai_2	1	3.2
or4_1	2	5.6
xnor2_1	16	52
xor2_1	4	13
power groups by stage:
stage	combinational, mW	sequential (mW)	clock [mW]
CTS	0.154	0	0
global route	0.175	0	0
finish	0.163	0	0
kinds of logic (layout without fill, tap and decap cells):
| kind of cell | Yosys count | after routing |
|---|---|---|
| compound gates | 1 | 1 |
| xor+xnor | 20 | 20 |
| buf+inv | 0 | 47 |
| simple gates | 13 | 13 |
metrics by stage:
stage	worst slack (ps)	utilization, %	total power [mW]	TNS [ps]
2_1_floorplan	147	-	0.0465	0
3_3_place_gp	-882	21.2	0.149	-3160
3_5_place_dp	-893	21.2	0.149	-3210
4_1_cts	-240	21.8	0.154	-622
5_1_grt	-318	23.5	0.175	-920
6_report	-238	23.5	0.163	-704
worst max path at each step:
stage	from	to	slack, ps	cells after the start
final	exMemRegRd[1]	forwardB[0]	-240	7
after global routing	exMemRegRd[1]	forwardB[0]	-320	7
after CTS	exMemRegRd[2]	forwardA[0]	-240	7
area by class of cell:
cell class / count / area (um^2)
fillers: 371 / 2610
multi-input cells: 34 / 343
well taps: 46 / 57.6
repair buffers: 47 / 403
worst max-delay path: stages:
cell	delay [ps]
buf_6	90
or4_4	530
o21ai_4	160
buf_6	120
nor4_4	30
nor4_2	240
buf_2	130
layout by cell type, fill, tap and decap left out, types with 2 or more instances in the layout:
cell type / count
nor4_4: 2
clkdlybuf4s15_1: 2
xnor2_2: 2
xnor2_1: 14
nand4_1: 2
dlygate4sd2_1: 8
xor2_1: 4
buf_6: 6
dlymetal6s2s_1: 2
buf_2: 4
nand2_1: 2
clkdlybuf4s50_1: 6
or4_4: 2
buf_4: 18
nor4_2: 2
repair_timing:
item	4_1_cts	5_1_grt
gates resized	46	14
pin swaps	13	6
buffers inserted	2	1
setup endpoints to repair	4	4
cloned	0	0
Power figures rest on the tool's default switching activity, not on a simulated workload.
